$ cat flow/run.sh
#!/bin/bash
# OpenROAD 26Q1-2900-gdf79404cd8, Yosys 0.63+post, stock flow scripts
make -C /OpenROAD-flow-scripts/flow DESIGN_CONFIG=/design/flow/config.mk WORK_HOME=/design/flow/orfs finish
$ cat flow/config.mk
export PLATFORM = sky130hd
export DESIGN_NAME = LBP
export DESIGN_NICKNAME = LBP
export VERILOG_FILES = /design/flow/design.v
export SDC_FILE = /design/flow/constraint.sdc
export NUM_CORES = 4
export LEC_CHECK = 1
export CORE_UTILIZATION = 40
$ cat flow/constraint.sdc
current_design LBP

set clk_period 5.5
set clk_io_pct 0.2

create_clock -name clk0 -period $clk_period [get_ports {clk}]

set non_clock_inputs [all_inputs -no_clocks]
set_input_delay [expr $clk_period * $clk_io_pct] -clock clk0 $non_clock_inputs
set_output_delay [expr $clk_period * $clk_io_pct] -clock clk0 [all_outputs]
$ cat flow/design.v
`timescale 1ns/10ps
module LBP ( clk, reset, gray_addr, gray_req, gray_ready, gray_data, lbp_addr, lbp_valid, lbp_data, finish);
input   	clk;
input   	reset;
output  [13:0] 	gray_addr;
output         	gray_req;
input   	gray_ready;
input   [7:0] 	gray_data;
output  [13:0] 	lbp_addr;
output  	lbp_valid;
output  [7:0] 	lbp_data;
output  	finish;
reg         	gray_req;
reg  	        lbp_valid;
reg  [13:0] 	gray_addr;
wire [13:0]     lbp_addr;
assign lbp_addr = gray_addr;
reg  [7:0] 	    lbp_data;
reg  	        finish;
reg [5:0] cs,ns;
parameter RST=0,READ_gc=1,READ_gn=2,LBP=3,WRITE=4,FINISH=5;
reg [3:0] cnt; 
reg [13:0] num; 
reg [7:0] gc;
reg [7:0] two;
always@(posedge clk or posedge reset)begin
    if(reset)begin
        cs <= 'd0;
        cs[RST] <= 1'd1;
    end
    else cs <= ns;
end
always@(*)begin
    ns = 'd0;
    case (1'd1)
        cs[RST]:begin
            if(gray_ready)              ns[READ_gc] = 1'd1;
            else                        ns[RST] = 1'd1;
        end                 
        cs[READ_gc]:                    ns[READ_gn] = 1'd1;
        cs[READ_gn]:begin
            if(cnt==4'd9)               ns[WRITE] = 1'd1;
            else                        ns[LBP] = 1'd1;
        end           
        cs[LBP]:                        ns[READ_gn] = 1'd1;
        cs[WRITE]:begin
            if(gray_addr == 14'd16254)  ns[FINISH] = 1'd1;
            else                        ns[READ_gc] = 1'd1;
        end
        cs[FINISH]:                     ns[FINISH] = 1'd1;
    endcase
end
always @(posedge clk or posedge reset) begin
    if(reset)begin
        gc <= 8'd0;
        gray_req <= 1'd0;
        lbp_valid <= 1'd0;
        gray_addr <= 14'd128;
        lbp_data <= 8'd0;
        finish <= 1'd0;
        num <= -14'd129;
        cnt <= 4'd0;
        two <= 8'b00000001;
    end
    else begin
        case (1'd1)
            ns[RST]:begin
            gc <= 8'd0;
            gray_req <= 1'd0;
            lbp_valid <= 1'd0;
            gray_addr <= 14'd128;
            lbp_data <= 8'd0;
            finish <= 1'd0;
            num <= -14'd129;
            cnt <= 4'd0;
            two <= 8'b00000001;
            end
            ns[READ_gc]:begin
                lbp_data <= 1'd0;
                lbp_valid <= 1'd0;
                gray_req <= 1'd1;
                cnt <= 4'd0;
                if(((gray_addr - 14'd126) & 7'h7F) == 0) gray_addr <= gray_addr + 14'd3;  
                else gray_addr <= gray_addr + 14'd1;
            end
            ns[READ_gn]:begin
                gray_req <= 1'd1;
                gray_addr <= gray_addr + num;
                cnt <= cnt+4'd1;
                case (cnt)
                    4'd0: begin
                        num <= 14'd1;
                        gc <= gray_data;
                    end
                    4'd1: num <= 14'd1;
                    4'd2: num <= 14'd126;
                    4'd3: num <= 14'd2;
                    4'd4: num <= 14'd126;
                    4'd5: num <= 14'd1;
                    4'd6: num <= 14'd1;
                    4'd7: num <= -14'd129;
                    4'd8: num <= num;
                endcase
            end
            ns[LBP]:begin
                gray_req <=1'd0;
                two <= {two[6:0],1'd0};
                if(gray_data>=gc)begin
                    lbp_data <= lbp_data + two; 
                end
                else begin
                    lbp_data <= lbp_data;
                end
            end
            ns[WRITE]:begin
                lbp_valid <= 1'd1;
                gray_req <= 1'd0;
                two <= 8'b00000001;
            end
            ns[FINISH]:begin
                lbp_valid <= 1'd0;
                finish <= 1'd1;
            end
        endcase
    end    
end
endmodule
==> summary.txt <==
The flow run is done. Floorplan-stage core utilization landed at 0.420. The worst setup path is captured at a flip-flop. The floorplan report gives the top-level pin count as 50. Number of input and output port buffers inserted landed at 49.

Via density per instance landed at 5.20. After clock tree synthesis, the repair step resized 0 gates. The first global-routing pass estimated 11400 um of wire. Per the final layout report, the fraction of cells sized above drive strength 1 comes to 0.122. Dividing the synthesized area by the synthesized cell count gives 10.1 um^2. In the layout the commonest cells are sky130_fd_sc_hd__clkdlybuf4s50_1 (49), sky130_fd_sc_hd__dfrtp_1 (48), sky130_fd_sc_hd__nand2_1 (38). Max-cap violations in this run came to 0. Timing analysis after detailed placement gives a worst setup slack of 1.48 ns. Worst reg2reg path depth landed at 14. Among the non-sequential cells, AND-OR/OR-AND gates take the most area. Combinational fraction of design power landed at 0.034.

In the hold report, the worst path ends at two[0]. Of the total synthesized cell area, the portion taken by AND, OR, NAND and NOR gates is 0.132. Row generation in the floorplan step produced 33 rows.

Final number of setup-violating endpoints landed at 0. Summed standard-cell area reported by yosys landed at 3500 um^2. Met3 track demand over resource in global routing landed at 0.0203. Counting every sink on the clock net gives 55. The final route contains 2555 vias. Internal power comes to 0.000562 W.

TritonCTS created 5 clock buffers. Height of the chip landed at 95.6 um. Per the hold report, the tightest min-delay path originates at two[0]. For this run, global-route usage on met1 was measured as 0.266. According to the report, the first pass of detailed routing completed in 4 iterations. Subtracting the final worst setup slack from the clock period gives 3.72 ns. Yosys cell count landed at 346. The final hold violation count recorded for this run is 0. In the post-synthesis netlist, the biggest area contributors are sky130_fd_sc_hd__dfrtp_1 (34%), sky130_fd_sc_hd__ha_1 (11%), sky130_fd_sc_hd__dfstp_2 (5.3%), sky130_fd_sc_hd__nand2_1 (4.1%), sky130_fd_sc_hd__a22o_1 (4.0%). Recorded from the global router log, the overflow total was 0. The synthesized netlist handed to floorplanning was reported with a cell count of 346. Post-route period utilization is reported as 0.677. Setup fix buffers added after clock tree synthesis landed at 0. Count of cells along the worst hold path landed at 2.

Among logic cells in the layout, the one with the most instances is sky130_fd_sc_hd__clkdlybuf4s50_1. Post-detailed-routing wire length landed at 6640 um. On met2, the global router reports a usage of 0.251. Post-synthesis share of cell area spent on xor and xnor gates landed at 0.0496. TritonCTS built the clock tree. The clock H-tree reported by CTS has 2 levels. AND-OR/OR-AND share of the synthesized area landed at 0.216. Number of buffers on the longest clock path landed at 2.

Fraction of the mapped netlist area in adder cells landed at 0.126. The area growth from synthesis to layout is 17.6%. The final report gives the standard cell area, fillers excluded, as 4120 um^2. STA classifies the critical path startpoint as a primary input. Clock tree synthesis selected as its root buffer the cell sky130_fd_sc_hd__clkbuf_8. IR analysis of the VDD net gives a maximum drop of 0.000113 V. Relative slew slack landed at 0.458. The synthesis report lists the Yosys warning total as 1. Filler-free cell count of the finished design landed at 491.

Proportion of register bits with asynchronous set or reset after synthesis landed at 1.00. Data arrival time of the worst path landed at 3.91 ns. Total standard cell area after synthesis landed at 3500 um^2. Of the total power, registers draw 0.569. Reported net switching power landed at 0.000149 W. The detailed router finished its first iteration with 60 violations. Per the synthesis report, the dominant area consumer among library cells is sky130_fd_sc_hd__dfrtp_1. The area fraction of the largest cell type after synthesis is 0.343. At the end of routability-driven placement, the weighted congestion stood at 0.847. Required time reported for the critical path endpoint landed at 5.69 ns. Overall global routing resource usage landed at 0.163. The global router reports that the layer with the highest usage is met1. Achievable clock frequency landed at 269 MHz.

In this run the register-to-register setup slack is 1.98 ns. The via count of the first global-routing pass is 2376. Setup slack closes at 1.78 ns. Full die area landed at 9140 um^2. Post-synthesis cell type count landed at 64. Largest fanout on the critical path landed at 6. Switching share of power landed at 0.209.

The stage logs contain a warning count of 28. Sequential cell area fraction in the yosys report landed at 0.395. Fraction of power consumed by the clock network landed at 0.398.

Post-detailed-placement half-perimeter wirelength landed at 4980 um. The worst hold path belongs to the class reg -> reg. The repair_antennas step left the layout with diodes totalling 0. The number of antenna violations at the first check in global routing is 0. The clock reaches the later pin of the worst-skew pair after 0.31 ns. Between clock sinks in the finished design, the worst skew comes to 0.0137 ns. Largest net degree at the start of global routing landed at 56. The analysis attributes to cell leakage a power of 1.93 nW. The post-synth register bit count is 55.

The design draws 0.000711 W. The critical path starts at gray_ready. The flow ran to the end, and the final reports show no timing, DRC or antenna violations. Max-slew check failures listed in the final report amount to 0. Width of the die landed at 95.6 um. Detail-routed net length per standard cell landed at 13.5 um. For reference, the most critical setup path is categorized as in -> reg. In this run, synthesis inferred 0 flip-flops with an integrated enable. Multiplexer area fraction after synthesis landed at 0.0179. Setup repair after global routing left no endpoint under its margin. Buffers inserted to repair hold after CTS numbered 0. The count of nets left with antenna violations once routing finished came out at 0. Sum of negative setup slack landed at 0 ns. For the worst reg-to-reg path, the startpoint reported by OpenROAD is gray_addr[6]. Looking at the cell usage after synthesis, the top flip-flop cell is sky130_fd_sc_hd__dfrtp_1.

Power per cell area landed at 173 nW/um^2. Fill cells in the final layout number 770. The core region is 8340 um^2. For this run, design rule violations remaining after detail routing come to 0. The worst register-to-register path ends at gray_addr[13]. Transition at the pin with the smallest max-transition slack landed at 0.809 ns.

On the reported timing paths, the clock transition at the registers reads 0.11 ns. Counting tap cells, the placed design contains a total of 483 instances. The post-placement cell area is 4000 um^2.
## routing by layer
layer | vias to the layer above | part of all wire
li1 | 1294 | -
met1 | 1218 | 0.51
met2 | 41 | 0.45
met3 | 2 | 0.033
met4 | 0 | 0.0060
met5 | - | 0
## synthesized netlist by cell type, types with 2 or more instances
cell type	count
sky130_fd_sc_hd__a211o_1	2
sky130_fd_sc_hd__a211oi_1	4
sky130_fd_sc_hd__a21boi_0	2
sky130_fd_sc_hd__a21o_1	6
sky130_fd_sc_hd__a21oi_1	18
sky130_fd_sc_hd__a22o_1	16
sky130_fd_sc_hd__a31oi_4	2
sky130_fd_sc_hd__buf_2	3
sky130_fd_sc_hd__buf_4	14
sky130_fd_sc_hd__dfrtp_1	48
sky130_fd_sc_hd__dfstp_2	7
sky130_fd_sc_hd__fa_1	2
sky130_fd_sc_hd__ha_1	32
sky130_fd_sc_hd__inv_1	21
sky130_fd_sc_hd__inv_2	3
sky130_fd_sc_hd__mux2_1	2
sky130_fd_sc_hd__mux2i_1	4
sky130_fd_sc_hd__nand2_1	38
sky130_fd_sc_hd__nand2b_1	4
sky130_fd_sc_hd__nand3_1	3
sky130_fd_sc_hd__nand4_1	3
sky130_fd_sc_hd__nor2_1	16
sky130_fd_sc_hd__nor2b_1	2
sky130_fd_sc_hd__nor3_1	4
sky130_fd_sc_hd__nor4_1	2
sky130_fd_sc_hd__o211ai_1	3
sky130_fd_sc_hd__o21a_1	4
sky130_fd_sc_hd__o21ai_0	13
sky130_fd_sc_hd__o21ai_1	8
sky130_fd_sc_hd__o21ai_2	6
sky130_fd_sc_hd__o31ai_1	3
sky130_fd_sc_hd__or2_2	2
sky130_fd_sc_hd__or3_1	2
sky130_fd_sc_hd__xnor2_1	8
sky130_fd_sc_hd__xor2_1	10
## critical path, cell delays in order
cell                              delay (ns)
sky130_fd_sc_hd__clkdlybuf4s50_1        0.45
sky130_fd_sc_hd__a22oi_2                0.32
sky130_fd_sc_hd__inv_1                  0.14
sky130_fd_sc_hd__o21ai_0                0.32
sky130_fd_sc_hd__ha_1                   0.32
sky130_fd_sc_hd__a211oi_1               0.32
sky130_fd_sc_hd__o21bai_2               0.14
sky130_fd_sc_hd__o21ai_2                0.19
sky130_fd_sc_hd__a31oi_4                0.13
sky130_fd_sc_hd__xnor2_2                0.15
sky130_fd_sc_hd__mux2i_1                0.19
sky130_fd_sc_hd__o221ai_1               0.12
## metrics by stage
step	hold WS, ns	util
2_1_floorplan	0.426	-
3_3_place_gp	0.463	0.480
3_5_place_dp	0.469	0.480
4_1_cts	0.485	0.494
5_1_grt	0.515	0.494
6_report	0.482	0.494
## kinds of logic after synthesis
kind of cell	count (synthesis)
AND-OR/OR-AND	101
AND/OR/NAND/NOR	89
flip-flops	55
buffers and inverters	42
adder cells (fa/ha/maj)	34
XOR/XNOR	19
multiplexers	6
## power by group through the flow
stage / Combinational (W) / Sequential, W / Clock (W)
4_1_cts: 0.0000253 / 0.000404 / 0.000291
5_1_grt: 0.0000285 / 0.000404 / 0.000305
6_report: 0.0000240 / 0.000404 / 0.000283
## worst max-delay path by stage
stage | endpoint | slack [ns] | cells after the start
after CTS | gray_addr[13] | 1.75 | 12
after global routing | gray_addr[13] | 1.44 | 12
final | gray_addr[13] | 1.78 | 12
## sequential cells by signal, summed over array words and instances, names as in the netlist
name / count
cnt: 4
cs: 6
finish: 1
gc: 8
gray_addr: 14
gray_req: 1
lbp_data: 8
lbp_valid: 1
num: 4
two: 8
## layout make-up
type                            count  area [um^2]  share of cell area
Inverter                           24         90.1              0.0219
Clock inverter                      2         35.0             0.00851
Timing Repair Buffer               50          498               0.121
Tap cell                          105          131              0.0319
Clock buffer                        6         82.6              0.0200
Sequential cell                    55         1390               0.336
Multi-Input combinational cell    249         1900               0.461
Power is estimated from default activity; no workload was simulated.
